--- ./config.mk ---
export PLATFORM = sky130hd
export DESIGN_NAME = Quiz3
export DESIGN_NICKNAME = Quiz3
export VERILOG_FILES = /design/flow/design.v
export SDC_FILE = /design/flow/constraint.sdc
export NUM_CORES = 4
export LEC_CHECK = 1
export CORE_AREA = 10 10 95 95
export DIE_AREA = 0 0 105 105
--- ./constraint.sdc ---
current_design Quiz3

set clk_period 1.8
set clk_io_pct 0.2

create_clock -name clk0 -period $clk_period [get_ports {clk}]

set non_clock_inputs [all_inputs -no_clocks]
set_input_delay [expr $clk_period * $clk_io_pct] -clock clk0 $non_clock_inputs
set_output_delay [expr $clk_period * $clk_io_pct] -clock clk0 [all_outputs]
--- ./design.v ---
module Quiz3(
    input rst,           
    input logic clk,     
    input logic btn0,    
	input logic btn1, 	 
	input logic btnEntry,  
    output logic ledLight  
);
localparam STATE_0 = 4'b0000;
localparam STATE_1 = 4'b0001;
localparam STATE_2 = 4'b0010;
localparam STATE_3 = 4'b0011;
localparam STATE_4 = 4'b0100;
localparam STATE_5 = 4'b0101;
localparam STATE_6 = 4'b0110;
localparam STATE_7 = 4'b0111;
localparam STATE_8 = 4'b1000;
localparam STATE_9 = 4'b1001;
localparam STATE_10 = 4'b1010;
localparam STATE_11 = 4'b1011;
localparam STATE_12 = 4'b1100;
localparam STATE_13 = 4'b1101;
localparam STATE_14 = 4'b1110;
localparam STATE_15 = 4'b1111;
logic [3:0] estado_actual, estado_siguiente;
always_ff @(posedge clk or negedge rst)
begin
    if (!rst) begin
        estado_actual <= STATE_0;
    end
    else begin
        estado_actual <= estado_siguiente;
    end
end
always_comb
begin
	estado_siguiente = estado_actual;
    case (estado_actual)
        STATE_0:
				if (!btn0)  
                estado_siguiente = STATE_0;
            else if (!btn1)
                estado_siguiente = STATE_1;
		  STATE_1:
			  if (!btn0)  
						 estado_siguiente = STATE_2;
				else if (!btn1)
						 estado_siguiente = STATE_3;
		  STATE_2:
			  if (!btn0)  
						 estado_siguiente = STATE_4;
				else if (!btn1)
						 estado_siguiente = STATE_5;
		  STATE_3:
				if (!btn0)  
						 estado_siguiente = STATE_6;
				else if (!btn1)
						 estado_siguiente = STATE_7;
		  STATE_4:
				if (!btn0)  
                estado_siguiente = STATE_8;
            else if (!btn1)
                estado_siguiente = STATE_9;
		  STATE_5:
				if (!btn0)  
                estado_siguiente = STATE_10;
            else if (!btn1)
                estado_siguiente = STATE_11;
		  STATE_6:
				if (!btn0)  
                estado_siguiente = STATE_12;
            else if (!btn1)
                estado_siguiente = STATE_13;
		  STATE_7:
				if (!btn0)  
                estado_siguiente = STATE_14;
            else if (!btn1)
                estado_siguiente = STATE_15;
		  STATE_8:
				if (!btn0)  
                estado_siguiente = STATE_0;
            else if (!btn1)
                estado_siguiente = STATE_1;
		  STATE_9:
				if (!btn0)  
                estado_siguiente = STATE_2;
            else if (!btn1)
                estado_siguiente = STATE_3;
		  STATE_10:
				if (!btn0)  
                estado_siguiente = STATE_4;
            else if (!btn1)
                estado_siguiente = STATE_5;
		  STATE_11:
				if (!btn0)  
                estado_siguiente = STATE_6;
            else if (!btn1)
                estado_siguiente = STATE_7;
		  STATE_12:
				if (!btn0)  
                estado_siguiente = STATE_8;
            else if (!btn1)
                estado_siguiente = STATE_9;
		  STATE_13:
				if (!btn0)  
                estado_siguiente = STATE_10;
            else if (!btn1)
                estado_siguiente = STATE_11;
		  STATE_14:
				if (!btn0)  
                estado_siguiente = STATE_12;
            else if (!btn1)
                estado_siguiente = STATE_13;
		  STATE_15:
				if (!btn0)  
                estado_siguiente = STATE_14;
            else if (!btn1)
                estado_siguiente = STATE_15; 
			default: 
				estado_siguiente = estado_actual;
    endcase
end
assign ledLight = (!btnEntry) && !(estado_actual == STATE_0 || 
estado_actual == STATE_1 || estado_actual == STATE_2 || estado_actual == STATE_4 || estado_actual == STATE_8);
endmodule
--- ./run.sh ---
#!/bin/bash
# OpenROAD 26Q1-2900-gdf79404cd8, Yosys 0.63+post, stock flow scripts
make -C /OpenROAD-flow-scripts/flow DESIGN_CONFIG=/design/flow/config.mk WORK_HOME=/design/flow/orfs finish
==> Changelog: implementation <==
### Changed

- Slew Viols, Final: 0
- CTS tree: built
- Die height: 105 um
- Max Clk Rate: between 500 and 600 MHz
- Worst VDD drop: 0.2527 mV
- Init Core Util: between 10% and 20%
- Worst-path fanout max: 8
- Largest reg by FF count: estado_actual
- RR Startpoint: estado_actual[4]
- Final ANT Viol Nets: 0
- Area delta synth->final: 36.87%
- Final setup viols: 0
- Detail-routed net length per standard cell: 9.931 um
- Top Registers: estado_actual (16)
- Yosys warns: 1
- Filler instances: 790
- RSZ-0062 raised after global routing: false
- DP Worst Slack: -0.2674 ns
- Syn_area_per_cell: approximately 9.5 um^2
- CTS hold repair buffers: 0
- Core Region: 6907 um^2
- Global Route Usage Sum: under 10%
- Syn Inst Count: 86
- Max incr delay on CP: 0.54 ns
- Hold crit path type: in -> async
- Clock-pin slew on the worst setup and hold paths: about 0.060 ns
- Hold WS: 0.4288 ns
- Max clock buf depth: 2
- Final setup margin: 0.05987 ns
- Setup bufs post-CTS: 0
- Vias: 728
- DP HPWL: 1491 um
- Iter 0 DRT Violations: 28
- Tool warnings: 25
- Pin count of the biggest net entering global routing: 14
- Critical path class: reg -> reg
- Cell Rows: 30
- CP max stage cell: or4_4
- CP endpoint kind: flop
- Vias/cell: approximately 3.6
- Yosys cell count: between 80 and 90
- Remaining DRCs: 0
- Post-synth seq share: 49.31%
- Startpoint types: flop
- Critical path, cell by cell: buf_4, or4_4, or4b_1, a21oi_1
- Min Tclk post-route: 1.740 ns
- Die width: approximately 110 um
- N_diodes: 0
- CP Buf/Inv Count: 1
- Lkg Pwr: 0.4960 nW
- Root Driver: clkbuf_8
- Cell area power density: 735.2 nW/um^2
- Yosys stat area: 814.5 um^2
- Clock sink total: 16
- Unique cell types: 30
- Max-Cap Viols: 0
- Slew margin rel.: 69.12%
- Post-synthesis cell area: between 800 and 900 um^2
- Vias in the first global route: 684
- Initial antenna violation count: 0
- Tcrit/Tclk final: a little over nine tenths
- Req. time, crit path: about 2 ns
- Final wirelength: about 2000 um
- Grt ovf: 0
- R2R Setup Slk: 0.06 ns
- Share of cells above drive strength 1: between 20% and 30%
- I/O Buffers: 5
- H-tree depth: 1
- Ys flops: 16
- Status: complete, no violations
- Delay-heaviest family, CP: simple AND/OR/NAND/NOR gates
- CP Data Arrival Time: 1.91 ns
- Clock Skews: 0.003538 ns
- Die area: 11,030 um^2
- Top-Level Pins: 6
- Number of flip-flops in the largest register: 16
- Clk latency late pin: 0.25 ns
- GP Congestion: 0.8478
- First-pass GRT wire length: roughly 3400 um
- Worst-Margin Slew: 0.4617 ns
- Cell depth of the worst flop-to-flop path: 4
- RR Endpoint: estado_actual[9]
- Hold Vio Cnt, Final: 0
- 1st-pass router iterations: 4
- CTS buffer count: 3
## per-layer routing
metal | vias to the layer above | GRT usage (%) | routed length, um
met4 | 0 | 0.09804 | 6
met5 | - | 0 | 0
met3 | 2 | 1.180 | 104
met1 | 357 | 5.148 | 1038
li1 | 357 | - | -
met2 | 12 | 5.294 | 857
## timing repair
action                                  4_1_cts  5_1_grt
hold endpoints to repair                      0        0
endpoints found under the setup margin        1        2
resized                                       4        1
pin swaps                                     2        1
## where the power goes
group          internal (mW)  leakage [nW]  switching (mW)
Clock                  0.157        0.0228           0.123
Sequential             0.371         0.219         0.00716
Combinational         0.0762         0.254          0.0854
Total                  0.605         0.496           0.215
## logic make-up (layout without fill, tap and decap cells)
group                  Yosys count  count (layout)  share of synthesized area (%)
AND/OR/NAND/NOR                 45              45                          29.65
buffers and inverters            7              27                          4.301
flip-flops                      16              16                          49.31
AND-OR/OR-AND                   18              18                          16.74
## cell type report
type / instances / area [um^2] / share of cell area, %
Inverter: 3 / 11.26 / 1.010
Tap cell: 96 / 120.1 / 10.77
Clock buffer: 4 / 45.04 / 4.040
Sequential cell: 16 / 401.6 / 36.03
Multi-Input combinational cell: 63 / 380.4 / 34.12
Timing Repair Buffer: 20 / 156.4 / 14.03
## synthesized netlist by cell type
library cell | n | area share (%)
nand3_1 | 2 | 1.2
buf_6 | 1 | 1.4
nor4_1 | 3 | 2.3
or4b_1 | 1 | 1.2
dfrtp_1 | 15 | 46
clkbuf_1 | 2 | 0.92
or3b_2 | 1 | 1.1
or3_1 | 1 | 0.77
o21a_1 | 4 | 3.7
a2111oi_0 | 1 | 1.1
a22o_1 | 1 | 1.1
nor2_1 | 16 | 7.4
or2_2 | 3 | 2.3
dfstp_2 | 1 | 3.2
nor4b_1 | 1 | 1.1
or2_1 | 1 | 0.77
a21oi_1 | 5 | 3.1
nand2_1 | 4 | 1.8
buf_2 | 1 | 0.61
a32o_1 | 4 | 4.9
nor3_1 | 5 | 3.1
or4_4 | 1 | 1.4
a22o_2 | 1 | 1.2
o22a_1 | 1 | 1.1
or4_1 | 2 | 1.8
nand4_1 | 1 | 0.77
and3_1 | 2 | 1.5
or3b_1 | 1 | 1.1
o21ai_0 | 1 | 0.61
inv_1 | 3 | 1.4
## through the flow
step	util [%]	cells	area, um^2	setup TNS [ns]	power [mW]
detailed placement	15.54	198	1074	-0.4887	0.5466
finish	16.14	202	1115	0	0.8197
CTS	16.11	202	1112	0	0.8232
floorplan	-	86	814.5	0	0.4673
global placement	15.54	198	1074	-0.5970	0.5473
global route	16.14	202	1115	0	0.8601
## placed cells by master (no fill, tap or decap), drive strengths merged, types with 3 or more instances in the layout
master and count:
nor2 16, o21a 4, dfrtp 15, nor4 3, or4 3, nor3 5, a21oi 5, buf 16
nand2 4, inv 3, a32o 4, clkdlybuf4s50 3, clkbuf 4, or2 4
## worst max path at each step
stage / cells after the start / startpoint / to
after CTS: 4 / estado_actual[4] / estado_actual[9]
after global routing: 4 / estado_actual[4] / estado_actual[9]
final: 4 / estado_actual[4] / estado_actual[9]
Power figures rest on the tool's default switching activity, not on a simulated workload.
